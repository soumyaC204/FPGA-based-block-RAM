==> flow/design.v <==
`timescale 1ns / 1ps
module data_write(input clk,input key_ready,input[7:0]key_code,output reg write_enable,
output reg[5:0]address
    );
    reg[5:0]addr_counter=6'b000000;
    always@(posedge clk)begin
    if(key_ready)begin
    address<=addr_counter;
    write_enable<=1;
    addr_counter<=addr_counter+1;
    end
    else begin
    write_enable<=0;
    end
    end
endmodule
`timescale 1ns / 1ps
module memory
(input clk,input we, input[5:0]addr_a,input [7:0]din_a,output
[7:0]dout_a);
reg [7:0]ram[2**5:0];
reg[5:0]addr_a_reg;
always@(posedge clk)begin
if(we)begin
ram[addr_a]<=din_a;
addr_a_reg<=addr_a;
 end
 end
 assign dout_a=ram[addr_a_reg];
endmodule
`timescale 1ns / 1ps
module ps2_keyboard(input clk,input ps2_clk,input ps2_data,output reg[7:0] key_code,output reg key_ready,
output reg is_break_code
    );
    reg[10:0]shift_reg=11'h00;
    reg[3:0]bit_count=4'b0;
    reg receiving=1'b0;
    always@(posedge ps2_clk)begin
    if(!receiving)begin
    if(ps2_data==0)begin
    receiving<=1'b1;
    bit_count<=4'b0;
    end
    end
    else begin
    shift_reg<={ps2_data,shift_reg[10:1]};
    bit_count<=bit_count+1;
    if(bit_count==10)begin
    receiving<=1'b0;
    key_code<=shift_reg[8:1];
    key_ready<=1'b1;
    if(key_code==8'hF0)begin
    is_break_code<=1'b1;
    end
    else
    is_break_code<=1'b0;
    end
    end
    end
endmodule
`timescale 1ns / 1ps
module scan_to_ascii(input [7:0]scan_code,input is_break_code,output reg[7:0]ascii,output reg 
valid
    );
    always@(*)begin
    valid=1'b0;
    ascii=8'h00;
    if(!is_break_code)begin
    case(scan_code)
    8'h1C:ascii="A";
    default:ascii=8'h00;
    endcase
    valid=(ascii!=8'h00);
    end
    end
endmodule
`timescale 1ns / 1ps
module top(input clk,input ps2_clk,input ps2_data, output [7:0]dout 
    );
    wire [5:0]address_a;
    wire [7:0]key_code;
    wire we,valid,is_break_code,key_ready;
    wire [7:0]ascii;
    ps2_keyboard keyboard(.clk(clk),.ps2_clk(ps2_clk),.ps2_data(ps2_data),.key_code(key_code),.is_break_code
    (is_break_code),.key_ready(key_ready));
    scan_to_ascii scan(.scan_code(key_code),.is_break_code(is_break_code),.ascii(ascii),.valid
    (valid));
    data_write write(.clk(clk),.key_ready(key_ready),.key_code(ascii),.write_enable(we),.address(address_a));
    memory memorywrite(.clk(clk),.we(we),.addr_a(address_a),.din_a(ascii),.dout_a(dout));
endmodule
==> flow/run.sh <==
#!/bin/bash
# OpenROAD 26Q1-2900-gdf79404cd8, Yosys 0.63+post, stock flow scripts
make -C /OpenROAD-flow-scripts/flow DESIGN_CONFIG=/design/flow/config.mk WORK_HOME=/design/flow/orfs finish
==> flow/config.mk <==
export PLATFORM = sky130hd
export DESIGN_NAME = top
export DESIGN_NICKNAME = top
export VERILOG_FILES = /design/flow/design.v
export SDC_FILE = /design/flow/constraint.sdc
export NUM_CORES = 4
export LEC_CHECK = 1
export CORE_UTILIZATION = 40
==> flow/constraint.sdc <==
current_design top

set clk_period 6.3
set clk_io_pct 0.2

create_clock -name clk0 -period $clk_period [get_ports {clk}]
create_clock -name clk1 -period $clk_period [get_ports {ps2_clk}]

set non_clock_inputs [all_inputs -no_clocks]
set_input_delay [expr $clk_period * $clk_io_pct] -clock clk0 $non_clock_inputs
set_output_delay [expr $clk_period * $clk_io_pct] -clock clk0 [all_outputs]
==> results.yml <==
# synthesis and place-and-route metrics
outcome:
  status: "completed"
clock_network:
  post_cts_buffers: 0
  cts_tree: "done"
  cts.sinks: 75
  cts-resized-gates: 0
  cts.reportedPaths.clkPinSlew_ns: 0.10
  hold_buffers: 0
floorplan:
  die_w_um: 86.82
  core_area_um2: 6869
  fp_util_pct: 41.89
  rows: 30
  io_pins: 11
  die_area_um2: 7538
  die_h_um: 86.82
placed_design:
  routabilityCongestion: 0.8533
  preCtsSetupSlack_ns: 2.874
  hpwl_um: 2793
  portBuffers: 3
logic_synthesis:
  syn_area_um2: 2878
  netlist_instances: 206
  ys_seq_elements: 75
  ys_warn_count: 4
  largest_area_cell: "edfxtp_1"
  synth_top_area_share_pct: 58.43
  topCellsByArea: "edfxtp_1 (58%), dfxtp_1 (13%), nor2_1 (5.6%)"
  ys_area_um2: 2878
  ys_types: 33
  ys_cells: 206
  postSynthSeqShare_pct: 71.65
  avgSynthCellArea_um2: 13.97
critical_path:
  path_buffers: 2
  worst-path-stages: 7
  worstReg2RegStart: "write.address[0]"
  crit_path_max_fanout: 9
  crit_path_top_delay_cell: "dfxtp_1"
  arrival_ns: 2.47
  required_ns: 5.04
  r2r_cells: 2
  r2r_setup_slack_ns: 4.70
  start_kind: "flip-flop"
  r2r_end: "memorywrite.ram[32][0]"
  critical_path.top_delay_family: "buffers and inverters"
  crit_path_cell_trace: "buf_4 -> mux2i_1 -> a22o_1 -> a21oi_1 -> nand4b_1 -> a41oi_1 -> clkdlybuf4s50_1"
  slowest_delay_ns: 0.60
  path_class: "reg2out"
  end_kind: "primary output"
finish:
  final_layout_size_suffix_gt1_share_pct: 8.295
  area_growth_pct: 9.000
  largest_reg_flops: 33
grt:
  grt_busiest_layer: "met1"
  grt_usage_pct: 12.69
  grt_pass1_vias: 1472
  grtUsageMet1_pct: 20.65
  grt_start_max_net_pins: 34
  grt_first_pass_wirelength_um: 6879
  grt_use_met3_pct: 2.899
  use_met2_pct: 19.18
  grt-ovfl-total: 0
  antenna_found_initial: 0
timing:
  setup-violations-final: 0
  timing.hold.ws_ns: 0.3718
  setup-tns-final_ns: 0
  setup_slack_ns: 2.571
  finalClockSkew_ns: 0.01239
  finalHoldViolations: 0
  timing.final.max_slew_violations: 0
  rsz0062_at_grt: "no"
job:
  tool_warnings: 27
  max_cap_viol_count: 0
route:
  dr.pass1.iters: 4
  avgRoutedWirePerCell_um: 13.06
  ant_nets: 0
  avgViaCountPerCell: 4.681
  vias: 1465
  drc: 0
  postRouteWirelength_um: 4088
  drtIter0Drc: 77
  num_antenna_cells: 0
hold_path:
  min-delay-start: "write.addr_counter[5]"
  hold_end: "write.address[5]"
  hold_class: "reg2reg"
  whs_path_depth: 0
power:
  peakVddDrop_v: 0.0002802
  p_leak_uw: 0.0009522
  power_density_nw_per_um2: 325.1
[Yosys cell counts]
master / n
buf_12: 1
nand4b_1: 2
clkbuf_1: 2
nor2_1: 43
edfxtp_1: 56
mux2i_1: 16
and3_1: 1
buf_4: 7
a211oi_2: 1
a22oi_1: 3
inv_1: 4
conb_1: 1
nand2b_1: 1
or3_1: 2
a21oi_1: 4
a41oi_1: 1
buf_6: 1
or3b_2: 3
xnor2_1: 3
xor2_1: 3
nor2b_1: 2
a31oi_1: 1
and2_1: 1
nor4_1: 1
nand3b_1: 4
dfxtp_1: 19
nand3_1: 6
nand2_1: 10
and4b_1: 1
nor3_1: 1
a22o_1: 1
ha_1: 3
nor4b_1: 1
[layout by cell type (no fill, tap or decap), drive strengths merged]
cell type / netlist / layout
nor4b: 1 / 1
nor4: 1 / 1
a211oi: 1 / 1
a21oi: 4 / 4
nor2: 43 / 43
xnor2: 3 / 3
nand2b: 1 / 1
clkdlybuf4s50: 0 / 3
edfxtp: 56 / 56
dfxtp: 19 / 19
or3b: 3 / 3
mux2i: 16 / 16
nand2: 10 / 10
a31oi: 1 / 1
a22oi: 3 / 3
a41oi: 1 / 1
nand4b: 2 / 2
ha: 3 / 3
and2: 1 / 1
bufinv: 0 / 1
inv: 4 / 6
xor2: 3 / 3
or3: 2 / 2
buf: 9 / 2
a22o: 1 / 1
and3: 1 / 1
clkinv: 0 / 1
clkbuf: 2 / 8
conb: 1 / 6
and4b: 1 / 1
nor3: 1 / 1
nand3: 6 / 6
nand3b: 4 / 4
nor2b: 2 / 2
[report_power, final]
part / total [uW] / internal [uW] / switching (uW)
Combinational: 46.4 / 19.8 / 26.6
Sequential: 653 / 617 / 36.5
Clock: 320 / 167 / 153
Total: 1020 / 803 / 216
[worst register-to-register path, stage by stage (launching register included)]
cell     delay, ns
dfxtp_1       0.40
or3_1         0.48
nor4b_1       0.39
[kinds of logic (layout without fill, tap and decap cells)]
| kind of cell | Yosys count | count (layout) | share of synthesized area [%] |
|---|---|---|---|
| compound gates | 11 | 11 | 2.739 |
| xor+xnor | 6 | 6 | 1.826 |
| fa+ha+maj | 3 | 3 | 1.304 |
| buf+inv | 15 | 21 | 3.696 |
| flops | 75 | 75 | 71.65 |
| mux | 16 | 16 | 5.565 |
| other cells | 1 | 6 | 0.1303 |
| simple gates | 79 | 79 | 13.09 |
[metal layers]
layer	up-vias	part of all wire, %
met4	0	1.9
li1	739	-
met5	-	0
met1	693	49
met3	6	4.0
met2	27	45
[through the flow]
stage	instances	area [um2]	power (uW)	util, %
after floorplan	211	2897	693.5	-
after global placement	301	2970	709.9	43.24
after detailed placement	301	2970	712.9	43.24
after CTS	313	3137	1034	45.66
after global routing	313	3137	1066	45.66
final	313	3137	1020	45.66
[layout make-up]
cell class / instances / area (um2)
clock buffer: 8 / 110.1
clock inverter: 4 / 56.30
fill: 618 / 3732
inverter: 4 / 15.01
multi-input combinational: 121 / 728.2
sequential: 75 / 2062
tap: 96 / 120.1
timing repair buffer: 5 / 45.04
[worst max path at each step]
| stage | slack (ns) | end | start |
|---|---|---|---|
| global route | 2.35 | dout[6] | flip-flop |
| finish | 2.57 | dout[6] | flip-flop |
| CTS | 2.52 | dout[6] | flip-flop |
No activity file was given, so power comes from the tool's default toggle rates.
